### flow/design.v
`timescale 1ns / 1ps
module add_sub(
    input [8:0] p,
    input [8:0] q,
    input di,
    input clock,
    input reset,
    output reg [8:0] sum
    );
    always@(posedge clock)
    begin
    if(reset==1)
    begin
    sum<=9'b000000000;
    end
    if(di==1)
    begin
    sum=p+q;
    end
    else
    begin
    sum=p-q;
    end
    end
endmodule
`timescale 1ns / 1ps
module cordic_stage(
    input [8:0] x,
    input [8:0] y,
    input [8:0] z,
    input [8:0] mem,
    input [2:0] count,
    input clock,
    input reset,
    output [8:0] xout,
    output [8:0] yout,
    output [8:0] zout
    );
    wire sgn_z;
    wire [8:0] qwireY;
    assign sgn_z=z[8];
       add_sub Zpart12(z,mem,sgn_z,clock,reset,zout);
 Shift_Reg Yshifter(x,clock,reset,count,qwireY);
    add_sub Ypart(y,qwireY,~sgn_z,clock,reset,yout);
    assign xout=x;
     endmodule
`timescale 1ns / 1ps
module Shift_Reg(
    input [8:0] in,
    input clock,
    input reset,
    input [2:0] count,
    output reg [8:0] out_q
    );
    integer my_int;
    always @( count )
            my_int = count;
    always@(posedge clock)
    begin
    if(reset==1) 
    begin
    out_q <= 9'b000000000;
    end
    else
    begin
    out_q[8:0]<=(in[8:0]>>>my_int);
    end
    end
endmodule
`timescale 1ns / 1ps
module top(
    input [8:0] x,
    input [8:0] y,
    input [8:0] z,
    input clock,
    input reset,
    output  [8:0] yout
    );
   wire [8:0] a,b,c,a1,b1,c1,a2,b2,c2,a3,c3,b3,a4,c4;
   reg [8:0] mem=9'b010000000;
   reg [8:0] mem1=9'b001000000;
   reg [8:0] mem2=9'b000100000;
   reg [8:0] mem3=9'b000010000;
   reg [8:0] mem4=9'b000001000;
   reg [2:0] d1=3'b000;
   reg [2:0] d2=3'b001;
   reg [2:0] d3=3'b010;
   reg [2:0] d4=3'b011;
   reg [2:0] d5=3'b100;
   cordic_stage stage1(x,y,z,mem,d1,clock,reset,a,b,c);
   cordic_stage stage2(a,b,c,mem1,d2,clock,reset,a1,b1,c1);
  cordic_stage stage3(a1,b1,c1,mem2,d3,clock,reset,a2,b2,c2);
  cordic_stage stage4(a2,b2,c2,mem3,d4,clock,reset,a3,b3,c3);
  cordic_stage stage5(a3,b3,c3,mem4,d5,clock,reset,a4,yout,c4);
endmodule
### flow/run.sh
#!/bin/bash
# OpenROAD 26Q1-2900-gdf79404cd8, Yosys 0.63+post, stock flow scripts
make -C /OpenROAD-flow-scripts/flow DESIGN_CONFIG=/design/flow/config.mk WORK_HOME=/design/flow/orfs finish
### flow/config.mk
export PLATFORM = sky130hd
export DESIGN_NAME = top
export DESIGN_NICKNAME = top
export VERILOG_FILES = /design/flow/design.v
export SDC_FILE = /design/flow/constraint.sdc
export NUM_CORES = 4
export LEC_CHECK = 1
export CORE_UTILIZATION = 40
### flow/constraint.sdc
current_design top

set clk_period 7.7
set clk_io_pct 0.2

create_clock -name clk0 -period $clk_period [get_ports {clock}]

set non_clock_inputs [all_inputs -no_clocks]
set_input_delay [expr $clk_period * $clk_io_pct] -clock clk0 $non_clock_inputs
set_output_delay [expr $clk_period * $clk_io_pct] -clock clk0 [all_outputs]
==> reports/qor.log <==
[status] run status finished clean
[global_route] pin count of the biggest net entering global routing 12
[yosys] # Cells Yosys 418
[route] routed via count divided by cell count 4.74
[setup_path] sort of element at the start of the critical path input port
[floorplan] # rows 36
[yosys] Mapped Avg Cell Area 9.52 sq um
[clock_tree] hold buffers post-CTS 0
[yosys] proportion of synthesized area in mux cells 1.92%
[clock_tree] clock-pin transition on the worst setup and hold timing paths 70 ps
[yosys] Yosys warnings 3
[finish] Filler cells 897
[yosys] synthesized instance count 418
[yosys] number of register bits inferred by synthesis 68
[sta] final clock period utilization by the worst path 46.6%
[floorplan] horizontal extent of the die 102 microns
[placed_design] final weighted congestion of routability-driven global placement 0.891
[global_route] antenna violations before repair 0
[route] vias after detailed routing 2790
[clock_tree] TritonCTS clock tree done
[sta] Worst Skew 12.3 ps
[yosys] area fraction in full adders, half adders and majority gates 19.9%
[floorplan] Die Span Y 102 microns
[global_route] GRT overflow 0
[yosys] Synth Area in Simple Gates 11.7%
[floorplan] share of the core filled by cells before placement 41.1%
[finish] share of layout cells above drive strength 1 6.14%
[sta] number of hold violations in the final report 0
[setup_path] Crit Path Category in2reg
[pwr] worst vdd rail ir drop 0.125 mV
[clock_tree] CTS Buf Count 9
[finish] final non-filler cell area 0.00465 sq mm
[finish] utilization of the core after routing 48.0%
[yosys] number of distinct standard cells referenced by the synthesized netlist 43
[sta] pins over their slew limit 0
[route] router iterations before antenna repair 4
[finish] area occupied by registers 0.00136 sq mm
[clock_tree] clk sink count 68
[min_path] kind of path behind the tightest hold check reg2reg
[run] max-cap viol count 0
[min_path] worst min-delay path startpoint stage1.Zpart12.sum[5]
[yosys] Post-synth seq share 34.2%
[pwr] leakage power of the design 0.00200 uW
[route] antenna cells 0
[yosys] async set or reset register ratio after synthesis 0%
[floorplan] core region area 0.00968 sq mm
[placed_design] worst setup timing slack at the placement stage 3800 ps
[run] total tool warning count 33
[yosys] largest combinational cell category by area adder cells
[global_route] aggregate global-route resource usage 15.2%
[clock_tree] deepest level of the CTS H-tree 3
[setup_path] CP Data Arrival Time 3820 ps
[sta] PnR worst setup slack 4110 ps
[yosys] post-synthesis cell area 0.00398 sq mm
[floorplan] area of the die 0.0104 sq mm
[clock_tree] Clk Tree Root Cell sky130_fd_sc_hd__clkbuf_8
[placed_design] Port-buffer cells 33
[sta] Fmax 279 MHz
[pwr] Pwr Density 350 mW/mm^2
[clock_tree] number of setup buffers added after CTS 0
[yosys] prevailing post-synth register cell sky130_fd_sc_hd__dfxtp_1
[yosys] Chip Area, Yosys 0.00398 sq mm
[sta] RSZ-0062 raised after global routing false
[setup_path] highest net fanout along the worst path 8
[setup_path] start point of the critical path z[8]
[clock_tree] Late-Pin Clk Latency 350 ps
[clock_tree] Clock Tree Buf Depth 2
[setup_path] critical path required time 7930 ps
[pwr] power after layout 1630 uW
[global_route] number of global-route vias before repair 2715
[route] antenna-violating nets left 0
[sta] accumulated negative setup slack 0 ps
[finish] area occupied by multi-input gates 0.00239 sq mm
[sta] clock period minus final worst setup slack 3590 ps
[route] Detailed Route Iter0 Violations 61
[route] routed wirelength normalized by instance count 11.8 microns
[route] count of unresolved DRC violations after routing 0
[route] sum of routed wire length over all layers 6980 microns
[yosys] number of enable flip-flop cells 0
[finish] area overhead of the layout relative to synthesis 16.8%
[yosys] XOR Share, Synth 12.1%
[setup_path] endpoint kind of the worst setup timing path flip-flop
[placed_design] total half-perimeter wirelength after legalization and detailed placement 5420 microns
[setup_path] Crit Reg-Reg Startpoint stage1.Yshifter.out_q[4]
[placed_design] placed inst area 0.00441 sq mm
[yosys] area fraction in compound gates 14.4%
[global_route] first-pass GRT wire length 12000 microns
[sta] Max-slew headroom 61.1%
[clock_tree] total of cells resized after clock tree synthesis 0
[sta] Final setup viols 0
[sta] transition at the pin with the smallest max-transition slack 582 ps
[floorplan] I/O pins 38
-- power breakdown --
group          internal (uW)  total (uW)  switching [uW]
Sequential               480         527            46.5
Clock                    221         350             129
Combinational            395         750             355
Total                   1100        1630             530
-- layout make-up --
cell class / count / area share (%)
Clock buffer: 10 / 2.96
Clock inverter: 5 / 2.15
Inverter: 43 / 3.47
Multi-Input combinational cell: 297 / 51.4
Sequential cell: 68 / 29.3
Tap cell: 133 / 3.58
Timing Repair Buffer: 33 / 7.11
-- flip-flops by register name (all words and copies together), names as in the netlist --
signal / count
stage3.Zpart12.sum: 5
stage2.Ypart.sum: 9
stage4.Zpart12.sum: 1
stage5.Ypart.sum: 9
stage2.Zpart12.sum: 4
stage1.Zpart12.sum: 4
stage4.Ypart.sum: 9
stage1.Ypart.sum: 9
stage1.Yshifter.out_q: 9
stage3.Ypart.sum: 9
-- worst max-delay path, stage by stage --
cell                              delay (ps)
sky130_fd_sc_hd__clkdlybuf4s50_1         630
sky130_fd_sc_hd__mux2_2                  400
sky130_fd_sc_hd__inv_1                    60
sky130_fd_sc_hd__ha_1                    210
sky130_fd_sc_hd__nor2b_1                 140
sky130_fd_sc_hd__o31a_1                  250
sky130_fd_sc_hd__o21ai_0                 270
sky130_fd_sc_hd__a21boi_0                160
sky130_fd_sc_hd__xor2_1                  150
-- worst paths after layout --
| kind | endpoint | slack [ps] | depth (start not counted) |
|---|---|---|---|
| worst min-delay path | stage2.Zpart12.sum[5] | 320 | 0 |
| worst min register to register | stage2.Zpart12.sum[5] | 320 | 0 |
| worst max register to register | stage5.Ypart.sum[8] | 4810 | 10 |
| worst max-delay path | stage1.Ypart.sum[7] | 4110 | 9 |
-- layer usage --
| metal | vias up | wire, microns | track usage (%) |
|---|---|---|---|
| met4 | 0 | 144 | 3.23 |
| met5 | - | 0 | 0 |
| met3 | 10 | 272 | 2.66 |
| met1 | 1256 | 3210 | 19.7 |
| met2 | 47 | 3350 | 27.0 |
| li1 | 1477 | - | - |
-- per-stage QoR --
step / hold slack [ps] / cells
global placement: 311 / 574
global route: 325 / 589
floorplan: 310 / 418
CTS: 317 / 589
finish: 318 / 589
detailed placement: 312 / 574
-- cells by family (layout without fill, tap and decap cells) --
logic type,after synthesis,after routing
compound gates,90,90
simple gates,86,86
flops,68,68
fa+ha+maj,59,59
xor+xnor,55,55
buf+inv,53,91
mux,7,7
-- placed cells by master, fill, tap and decap left out, types with 2 or more instances in the layout --
master and instances:
sky130_fd_sc_hd__dfxtp_1 68, sky130_fd_sc_hd__ha_1 52, sky130_fd_sc_hd__xnor2_1 48, sky130_fd_sc_hd__inv_1 43, sky130_fd_sc_hd__clkdlybuf4s50_1 33, sky130_fd_sc_hd__nor2_1 30, sky130_fd_sc_hd__a21oi_1 28, sky130_fd_sc_hd__nor2b_1 25
sky130_fd_sc_hd__o21ai_0 15, sky130_fd_sc_hd__o21a_1 13, sky130_fd_sc_hd__clkbuf_8 10, sky130_fd_sc_hd__nand2_1 9, sky130_fd_sc_hd__a31oi_1 9, sky130_fd_sc_hd__xor2_1 7, sky130_fd_sc_hd__fa_1 7, sky130_fd_sc_hd__o31a_1 6
sky130_fd_sc_hd__nand2b_1 6, sky130_fd_sc_hd__mux2_2 5, sky130_fd_sc_hd__a21o_1 5, sky130_fd_sc_hd__nor3_1 4, sky130_fd_sc_hd__o211ai_1 3, sky130_fd_sc_hd__or2_2 3, sky130_fd_sc_hd__bufinv_16 3, sky130_fd_sc_hd__a21boi_0 2
sky130_fd_sc_hd__mux2i_1 2, sky130_fd_sc_hd__a211oi_1 2, sky130_fd_sc_hd__clkinv_2 2
-- Yosys cell counts, types with 2 or more instances --
cell,n,area (sq um)
sky130_fd_sc_hd__fa_1,7,140
sky130_fd_sc_hd__a21oi_1,28,140
sky130_fd_sc_hd__nor3_1,4,20.0
sky130_fd_sc_hd__a21boi_0,2,15.0
sky130_fd_sc_hd__buf_2,2,10.0
sky130_fd_sc_hd__nor2b_1,25,156
sky130_fd_sc_hd__mux2_2,5,56.3
sky130_fd_sc_hd__xor2_1,7,61.3
sky130_fd_sc_hd__nand2b_1,6,37.5
sky130_fd_sc_hd__o21ai_0,15,75.1
sky130_fd_sc_hd__xnor2_1,48,420
sky130_fd_sc_hd__or2_2,3,18.8
sky130_fd_sc_hd__a31oi_1,9,56.3
sky130_fd_sc_hd__a211oi_1,2,15.0
sky130_fd_sc_hd__ha_1,52,651
sky130_fd_sc_hd__o21a_1,13,97.6
sky130_fd_sc_hd__o31a_1,6,52.6
sky130_fd_sc_hd__nor2_1,30,113
sky130_fd_sc_hd__clkbuf_1,4,15.0
sky130_fd_sc_hd__o211ai_1,3,22.5
sky130_fd_sc_hd__dfxtp_1,68,1360
sky130_fd_sc_hd__mux2i_1,2,20.0
sky130_fd_sc_hd__a21o_1,5,37.5
sky130_fd_sc_hd__nand2_1,9,33.8
sky130_fd_sc_hd__inv_1,43,161
sky130_fd_sc_hd__buf_6,3,33.8
Power and IR drop assume default switching activity.
